<file path="/design/flow/run.sh">
#!/bin/bash
# OpenROAD 26Q1-2900-gdf79404cd8, Yosys 0.63+post, stock flow scripts
make -C /OpenROAD-flow-scripts/flow DESIGN_CONFIG=/design/flow/config.mk WORK_HOME=/design/flow/orfs finish
</file>
<file path="/design/flow/config.mk">
export PLATFORM = sky130hd
export DESIGN_NAME = boundFlasher
export DESIGN_NICKNAME = boundFlasher
export VERILOG_FILES = /design/flow/design.v
export SDC_FILE = /design/flow/constraint.sdc
export NUM_CORES = 4
export LEC_CHECK = 1
export CORE_AREA = 10 10 92 92
export DIE_AREA = 0 0 102 102
</file>
<file path="/design/flow/constraint.sdc">
current_design boundFlasher

set clk_period 1.0
set clk_io_pct 0.2

create_clock -name clk0 -period $clk_period [get_ports {clk}]

set non_clock_inputs [all_inputs -no_clocks]
set_input_delay [expr $clk_period * $clk_io_pct] -clock clk0 $non_clock_inputs
set_output_delay [expr $clk_period * $clk_io_pct] -clock clk0 [all_outputs]
</file>
<file path="/design/flow/design.v">
module boundFlasher (flick, clk, rst, led_output);
  input wire flick;
  input wire clk;
  input wire rst;
  output reg [15:0] led_output;
  reg [2:0] state;
  reg [2:0] stateR;
  reg [15:0] led_buffer;
  reg flickFlag;
  always @(posedge clk or negedge rst) begin
    if (rst == 1'b0) begin
      led_output <= 16'b0;
    end
    else begin
      led_output <= led_buffer;
    end
  end
  always @(*) begin
    case(state)
		3'b000: begin
			led_buffer = 16'b0;
		end
		3'b001: begin
			if (led_output[5] != 1) begin
				led_buffer = (led_output << 1) | 1'b1;
			end
		end
		3'b010: begin
			if (led_output[0] != 0) begin
				led_buffer = (led_output >> 1);
			end
		end
		3'b011: begin
			if (led_output[10] != 1) begin
				led_buffer = (led_output << 1) | 1'b1;
			end
		end
		3'b100: begin
			if (led_output[5] != 0) begin
				led_buffer = (led_output >> 1);
			end
		end
		3'b101: begin
			if (led_output[15] != 1) begin
				led_buffer = (led_output << 1) | 1'b1;
			end
		end
		3'b110: begin
			if (led_output[0] != 0) begin
				led_buffer = (led_output >> 1);
			end
		end
		default: begin
			led_buffer = 16'b0;
		end
		endcase
  end
  always @(posedge clk or negedge rst) begin
    if (rst == 1'b0) begin
      stateR <= 3'b000;
    end
    else begin
      stateR <= state;
    end
  end
  always @(*) begin
    if (rst == 1'b0) begin
      flickFlag = 1'b0;
    end
    else if (flick == 1'b1 && stateR == 3'b011 && led_output[5] == 1 && led_output[6] == 0) begin
      flickFlag = 1'b1;
    end
    else if (flick == 1'b1 && stateR == 3'b011 && led_output[10] == 1 && led_output[11] == 0) begin
      flickFlag = 1'b1;
    end    
    else if (flick == 1'b1 && stateR == 3'b101 && led_output[5] == 1 && led_output[6] == 0) begin
      flickFlag = 1'b1;
    end 
    else if (flick == 1'b1 && stateR == 3'b101 && led_output[10] == 1 && led_output[11] == 0) begin
      flickFlag = 1'b1;
    end
    else begin
      flickFlag = 1'b0;
    end
  end
  always @(*) begin
    if (rst == 1'b0) begin
      state = 3'b000;
    end
    else begin
    case (stateR)
      3'b000: begin  
        if (flick == 1) begin
          state = 3'b001;
        end
      end
      3'b001: begin  
        if (led_output[5] == 1) begin
          state = 3'b010;
        end
      end
      3'b010: begin	 
        if (led_output[0] == 0) begin
          state = 3'b011;
        end
      end
      3'b011: begin  
        if (flickFlag == 1'b1) begin
          state = 3'b010;
        end 
        else if (led_output[10] == 1 && state != 3'b010) begin
          state = 3'b100;
        end
      end
      3'b100: begin	 
		  if (led_output[5] == 0) begin
          state = 3'b101;
        end
      end
      3'b101: begin  
        if (flickFlag == 1'b1) begin
          state = 3'b100;
        end 
        else if (led_output[15] == 1 && flickFlag == 1'b0) begin
			 state = 3'b110;
        end
      end
      3'b110: begin  
		  if (led_output[0] == 0) begin
          state = 3'b000;
        end
      end
      default: state = 3'b000;
    endcase
    end
  end
endmodule
</file>
==> results.tsv <==
stage	metric	value	unit
run_status	status	complete, no violations	
die	fp.coreArea	0.006459	mm2
worst_setup_path	worstPathCellList	buf_2	
final_timing	untimed_endpoints	38	
placement	placed_cells	230	
route	vias_per_cell	4.062	
final_timing	slew_headroom	65.20	%
worst_setup_path	cp_max_fo	2	
logic_synthesis	synth_cell_types	24	
die	die_area	0.01040	mm2
global_route	overflow	0	
global_route	grt_pass1_vias	922	
route	drt-initial-drc-count	42	
power_and_ir_drop	powerDensity	862.1	mW/mm2
logic_synthesis	syn-instance-count	123	
final_timing	unclocked_regs	19	
worst_setup_path	crit_buf_inv	1	
clock_tree	numCtsBuffers	3	
finish	area_growth	34.76	%
global_route	grt_first_pass_wirelength	4.678	mm
clock_tree	cts_root_buf	clkbuf_8	
clock_tree	cts_tree	done	
logic_synthesis	yosys_warnings	4	
final_timing	setup_tns	0	ns
worst_setup_path	start_kind	flop	
finish	layout.cells.most_common	buf_4	
logic_synthesis	ys_cells	123	
route	ant_nets	0	
power_and_ir_drop	ir_worst_vdd	0.0004691	V
min_path	hp-class	in2async	
route	routed_wl	2.834	mm
logic_synthesis	synth_area	0.001199	mm2
finish	stdcell_count	241	
flow_run	warnings	26	
placement	place.port_buffers	18	
global_route	antenna_found_initial	0	
final_timing	timing.hold.ws	0.3004	ns
power_and_ir_drop	finalPower	1.392	mW
global_route	grt_max_degree	37	
route	drc	0	
final_timing	hold_viol_final	0	
die	io_pins	19	
flow_run	max-cap-violations	0	
logic_synthesis	ys_chip_area	0.001199	mm2
final_timing	min_period_over_period	96.72	%
worst_setup_path	crit_path_top_delay_cell	dfrtp_1	
route	dr_total_vias	979	
final_timing	slew_viol_final	0	
logic_synthesis	top_area_share	39.67	%
die	rows	29	
route	antenna-diode-count	0	
final_timing	setup_viol	0	
worst_setup_path	startpoint	led_output[1]$_DFF_PN0_	
clock_tree	h-tree-depth	1	
route	firstDrtPassIters	4	
placement	place_hpwl	1.968	mm
final_timing	grt_setup_unrepaired	yes	
logic_synthesis	topCellsByArea	dfrtp_1 40%, dlxtn_1 24%, o21ai_0 7.9%	
worst_setup_path	cp.arrival	0.77	ns
placement	gp_congestion	0.8709	
worst_setup_path	crit_type	reg2out	
logic_synthesis	yosysTopAreaCell	dfrtp_1	
worst_setup_path	cp_top_family	flip-flops	
worst_setup_path	worst_setup_path_end_kind	output port	
die	fp.dieW	102	um
die	die_y	102	um
logic_synthesis	ys_ff	38	
die	fp_util	18.56	%
worst_setup_path	cpPeakStageDelay	0.39	ns
global_route	gr-usage-all-layers	5.540	%
finish	fin_util	25.01	%
logic_synthesis	syn_avg_cell_area	9.745	um2
finish	final_cell_mix	24 x buf_4, 19 x o21ai_0, 19 x dlxtn_1, 19 x dfrtp_1	
clock_tree	clkSlewWorstSetupHoldPaths	0.08	ns
finish	layout-drive-gt1-share	29.27	%
worst_setup_path	cp.required	0.80	ns
final_timing	worst_pin_slew	0.5208	ns
clock_tree	cts.path.max_buffers	2	
route	wl_per_cell	11.76	um
final_timing	max_freq	1034	MHz
power_and_ir_drop	p_leak	0.7732	nW
final_timing	min_period	0.9672	ns
## final cells by class
cell class | count | area, um2
Timing Repair Buffer | 43 | 300.3
Inverter | 2 | 7.507
Clock inverter | 1 | 5.005
Sequential cell | 38 | 760.7
Clock buffer | 3 | 41.29
Fill cell | 685 | 4843
Multi-Input combinational cell | 77 | 404.1
Tap cell | 77 | 96.34
## through the flow
stage,area [um2],worst slack (ns)
2_1_floorplan,1199,0.4146
3_3_place_gp,1597,-0.03684
3_5_place_dp,1597,-0.03866
4_1_cts,1608,0.01520
5_1_grt,1615,-0.01282
6_report,1615,0.03285
## final timing paths
kind	endpoint	cells past startpoint
worst min-delay path	stateR[2]$_DFF_PN0_	2
worst max-delay path	led_output[1]	1
max in group asynchronous	led_output[2]$_DFF_PN0_	2
min in group clk0	led_output[6]	1
## state kept, by name (all words and copies together) (netlist names)
register    cells
led_buffer     16
led_output     16
stateR          3
state           3
## logic make-up after synthesis
group	synth area share (%)
AND-OR/OR-AND	14.61
AND/OR/NAND/NOR	19.10
buffers and inverters	2.818
flip-flops	39.67
latches	23.80
## timing repair
item | CTS | global route
gates resized | 48 | 0
setup buffers | 6 | 1
hold endpoints to repair | 0 | 0
endpoints found under the setup margin | 16 | 5
hold buffers | 0 | 0
## power breakdown
group	switching, mW	internal (mW)
sequential	0.00480	0.784
combinational	0.0394	0.0271
clock	0.261	0.277
## synthesized netlist by cell type
cell type	number
o21ai_0	19
buf_2	3
and2b_1	1
nand3_1	17
o31ai_1	1
o2bb2ai_1	1
clkbuf_1	3
nand2b_1	3
nand3b_1	2
a31o_2	1
and3_1	1
a2111oi_0	1
dfrtp_1	19
nor2b_1	3
o21ai_2	1
a31oi_1	1
nand2_1	17
dlxtn_1	19
inv_1	2
a211oi_1	1
or2_2	1
a21oi_1	3
nor2_1	2
o221ai_1	1
## per-layer routing
metal  part of all wire [%]  wire, um  GRT usage, %  vias to the layer above
met5                      0         0             0                        -
met4                   0.60        17        0.7592                        0
met3                    4.0       112        0.9543                        2
met2                     44      1236         7.852                       18
met1                     52      1467         8.785                      453
li1                       -         -             -                      506
Power is estimated from default activity; no workload was simulated.
